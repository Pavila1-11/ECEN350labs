**run.sh**
```bash
#!/bin/bash
# OpenROAD 26Q1-2900-gdf79404cd8, Yosys 0.63+post, stock flow scripts
make -C /OpenROAD-flow-scripts/flow DESIGN_CONFIG=/design/flow/config.mk WORK_HOME=/design/flow/orfs finish
```
**design.v**
```verilog
module NextPClogic(
    output reg [63:0] NextPC,
    input  [63:0] CurrentPC,
    input  [63:0] SignExtImm64,
    input         Branch,
    input         ALUZero,
    input         Uncondbranch
);
    always @(*) begin
        if (Uncondbranch == 1) begin
            NextPC = CurrentPC + SignExtImm64;
        end else if (Branch == 1 && ALUZero == 1) begin
            NextPC = CurrentPC + SignExtImm64;  
        end else begin
            NextPC = CurrentPC + 4;  
        end
    end
endmodule
```
**config.mk**
```make
export PLATFORM = sky130hd
export DESIGN_NAME = NextPClogic
export DESIGN_NICKNAME = NextPClogic
export VERILOG_FILES = /design/flow/design.v
export SDC_FILE = /design/flow/constraint.sdc
export NUM_CORES = 4
export LEC_CHECK = 1
export CORE_UTILIZATION = 50
```
**constraint.sdc**
```tcl
current_design NextPClogic

set clk_period 24.4
set clk_io_pct 0.2

create_clock -name clk0 -period $clk_period

set non_clock_inputs [all_inputs -no_clocks]
set_input_delay [expr $clk_period * $clk_io_pct] -clock clk0 $non_clock_inputs
set_output_delay [expr $clk_period * $clk_io_pct] -clock clk0 [all_outputs]
```
==> impl_metrics.ini <==
; generated from flow reports
[logic_synthesis]
synth.lib_cells_used.distinct = 66
warning_count_from_the_yosys_run = 1
synth.yosys.chip_area_mm2 = 0.005639
syn-instance-count = 897
seq_total_area_yosys = 0
synthDominantAreaCellType = sky130_fd_sc_hd__ha_1
top_post_synthesis_cells_by_area = sky130_fd_sc_hd__ha_1, sky130_fd_sc_hd__a21oi_1, sky130_fd_sc_hd__xnor2_1
synthDominantCellAreaShare = 0.1420
top_cells_by_count = sky130_fd_sc_hd__a21oi_1, sky130_fd_sc_hd__nand2_1, sky130_fd_sc_hd__nor2_1
post_synth_instance_area_mm2 = 0.005639
post-synth-top-count-cell = sky130_fd_sc_hd__a21oi_1
syn_area_per_cell_um2 = 6.287
synth_stat.cells = 897

[grt]
number_of_global_route_vias_before_repair = 6118
grt_remaining_overflow = 0
grt_pass1_wl_mm = 29.00
antenna_found_initial = 0
tot_gr_track_use = 0.3074
grt_start_max_net_pins = 56

[timing]
setup_violations = 0
finalHoldViolations = 0
slew_viol_final = 0
period_needed_ns = 13.51
tns_ns = 0
worstMarginPinSlew_ns = 0.6632
final_worst_path_cycle_share = 0.5536
achievable-frequency_mhz = 74.02
rsz0062_at_grt = no
timing.max_slew.rel_slack = 0.5541

[pwr]
total_power_w = 0.0001922
irDropWorstVdd_v = 0.00001467
power_per_cell_area_mw_per_mm2 = 25.30
leakage_dissipation_nw = 3.028

[run]
drv.max_cap_violation_count = 0
openroad.warnings = 33

[routing]
avgRoutedWirePerCell_um = 15.35
final_antenna_net_count = 0
wl_mm = 18.21
route.detailed.vias_per_inst = 5.885
vias = 6980
first_iter_violations = 453
drc_violation_count_after_routing = 0
dr.pass1.iters = 5
antenna_cells_inserted = 0

[place]
port_buffers = 195
place_congestion = 0.9788
dpl.hpwl_mm = 15.08
place.detailed.instances = 1186

[final_layout]
final.fill_count = 985
final.clkbuf_count = 0
area_growth_pct = 34.70
flop_count = 0
ff_latch_area_um2 = 0
final_layout_size_suffix_gt1_frac = 0.01721
post_route_insts_no_fill = 1186

[clocking]
ctsHoldBuffers = 0
cts_resized = 0
post-cts-setup-buffers = 0

[worst_setup_path]
worstPathMaxFanout = 9
crit_path_start_kind = input port
worst-path-buf-inv = 2
endpoint_kind = output pin
critPathLaunch = CurrentPC[20]
critical_path_class = input port to output pin
critical-path-max-stage-delay_ns = 0.61
crit_path_to = NextPC[63]
crit_chain = clkdlybuf4s50_1 -> ha_1 -> a21oi_1 -> o21ai_0 -> a221o_1 -> a311oi_1 -> nor3_1 -> o21ai_1 -> a31oi_1 -> a211oi_1 -> xnor2_1 -> clkdlybuf4s50_1
path_delay_family = AND-OR/OR-AND gates
cpMostUsedCell = sky130_fd_sc_hd__clkdlybuf4s50_1
critPathRequiredTime_ns = 19.52
critical_path_cell_count = 12
worstPathArrival_ns = 8.63
slowest_stage = sky130_fd_sc_hd__clkdlybuf4s50_1

[floorplan]
number_of_rows_created_at_floorplan = 38
floorplan.core_area_mm2 = 0.01094
ios = 195
die-area_mm2 = 0.01171
floorplan.core_util = 0.5157
die_height_um = 108.2
die_x_um = 108.2

[hold_path]
worstHoldPathType = input port to output pin
min_from = CurrentPC[0]

[status]
status = completed
-- layout make-up --
| class | instances | area, µm² | share of cell area |
|---|---|---|---|
| multi-input cells | 828 | 5371 | 0.7071 |
| well taps | 140 | 175.2 | 0.02306 |
| repair buffers | 198 | 1974 | 0.2599 |
| inverters | 20 | 75.07 | 0.009883 |
-- power breakdown --
group          leakage, nW  internal [W]  total [W]  switching (W)
logic                 3.03      0.000101   0.000192      0.0000912
clock network            0             0          0              0
registers                0             0          0              0
total                 3.03      0.000101   0.000192      0.0000912
-- worst min-delay path by stage --
stage | end | slack, ns | cells after the start
final | NextPC[0] | 10.69 | 4
after global routing | NextPC[63] | 10.74 | 3
after CTS | NextPC[0] | 10.69 | 4
-- metrics by stage --
| stage | area (µm²) | utilization | hold slack [ns] | setup WS [ns] |
|---|---|---|---|---|
| after floorplan | 5639 | - | 9.791 | 12.45 |
| after detailed placement | 7596 | 0.6946 | 10.68 | 10.95 |
| after global placement | 7596 | 0.6946 | 10.68 | 11.00 |
| after CTS | 7596 | 0.6946 | 10.69 | 10.95 |
| after global routing | 7596 | 0.6946 | 10.74 | 10.65 |
| final | 7596 | 0.6946 | 10.69 | 10.89 |
-- kinds of logic (layout without fill, tap and decap cells) --
kind of cell	count (synthesis)	in the layout	share of synthesized area
simple gates	358	358	0.3104
fa+ha+maj	65	65	0.1456
xor+xnor	111	111	0.1724
mux	4	4	0.007322
compound gates	290	290	0.3146
buf+inv	69	218	0.04970
-- worst min-delay path, delay by kind of cell --
family / cells / cell delay (ns)
simple gates: 2 / 0.11
buf+inv: 2 / 0.82
-- cell usage in the layout (no fill, tap or decap), types with 2 or more instances in the layout --
master,n
sky130_fd_sc_hd__nand3_1,38
sky130_fd_sc_hd__a211oi_1,7
sky130_fd_sc_hd__nor2b_1,4
sky130_fd_sc_hd__o221ai_1,3
sky130_fd_sc_hd__and3_1,20
sky130_fd_sc_hd__nand2b_1,6
sky130_fd_sc_hd__o21bai_1,12
sky130_fd_sc_hd__xnor2_1,56
sky130_fd_sc_hd__nand4_1,38
sky130_fd_sc_hd__xor2_1,55
sky130_fd_sc_hd__and2_1,4
sky130_fd_sc_hd__a21oi_1,117
sky130_fd_sc_hd__mux2i_1,3
sky130_fd_sc_hd__o21a_1,9
sky130_fd_sc_hd__nor4_1,6
sky130_fd_sc_hd__a21o_1,30
sky130_fd_sc_hd__nor3_1,19
sky130_fd_sc_hd__a32oi_1,2
sky130_fd_sc_hd__ha_1,64
sky130_fd_sc_hd__a221oi_1,3
sky130_fd_sc_hd__inv_1,20
sky130_fd_sc_hd__nor2_1,87
sky130_fd_sc_hd__a311oi_1,3
sky130_fd_sc_hd__o31ai_1,3
sky130_fd_sc_hd__o21ai_1,3
sky130_fd_sc_hd__o211ai_1,3
sky130_fd_sc_hd__and4_1,7
sky130_fd_sc_hd__a31oi_1,8
sky130_fd_sc_hd__buf_4,3
sky130_fd_sc_hd__clkdlybuf4s50_1,195
sky130_fd_sc_hd__or3_1,10
sky130_fd_sc_hd__a221o_1,3
sky130_fd_sc_hd__nand2_1,109
sky130_fd_sc_hd__o21ai_0,65
-- metal layers --
| layer | track usage | wire length, µm | vias to the layer above |
|---|---|---|---|
| li1 | - | - | 3597 |
| met1 | 0.4566 | 8560 | 3109 |
| met2 | 0.5032 | 8212 | 254 |
| met3 | 0.01595 | 1224 | 20 |
| met4 | 0.03523 | 209 | 0 |
| met5 | 0 | 0 | - |
Power and IR drop assume default switching activity.
