==> flow/config.mk <==
export PLATFORM = sky130hd
export DESIGN_NAME = RegisterFile
export DESIGN_NICKNAME = RegisterFile
export VERILOG_FILES = /design/flow/design.v
export SDC_FILE = /design/flow/constraint.sdc
export NUM_CORES = 4
export LEC_CHECK = 1
export CORE_UTILIZATION = 30
==> flow/constraint.sdc <==
current_design RegisterFile

set clk_period 11.6
set clk_io_pct 0.2

create_clock -name clk0 -period $clk_period [get_ports {Clk}]

set non_clock_inputs [all_inputs -no_clocks]
set_input_delay [expr $clk_period * $clk_io_pct] -clock clk0 $non_clock_inputs
set_output_delay [expr $clk_period * $clk_io_pct] -clock clk0 [all_outputs]
==> flow/design.v <==
module RegisterFile(
    output wire [63:0] BusA,
    output wire [63:0] BusB,
    input  wire [63:0] BusW,
    input  wire [4:0]  RA,
    input  wire [4:0]  RB,
    input  wire [4:0]  RW,
    input  wire        RegWr,
    input  wire        Clk
);
    reg [63:0] register_file [0:31];
    assign #3 BusA = (RA == 5'd31) ? 64'b0 : register_file[RA];
    assign #3 BusB = (RB == 5'd31) ? 64'b0 : register_file[RB];
    always @(posedge Clk) begin
        if (RegWr && (RW != 5'd31)) begin
            register_file[RW] <= BusW;
        end
    end
endmodule
==> flow/run.sh <==
#!/bin/bash
# OpenROAD 26Q1-2900-gdf79404cd8, Yosys 0.63+post, stock flow scripts
make -C /OpenROAD-flow-scripts/flow DESIGN_CONFIG=/design/flow/config.mk WORK_HOME=/design/flow/orfs finish
==> changes_impl.md <==
### Changed

* Status: complete, no violations
* Io pins at 209
* DRC Markers at 0
* Synth-to-Final Area Change at 15.6%
* Largest regs: register_file (2048)
* Total routed wirelength at 316 mm
* P per Cell Area at 149 nW/um^2
* Min Tclk post-route at 8.45 ns
* Tool warnings at 26
* MaxCap Viol Count at 0
* Clk slew on worst S/H paths at 0.07 ns
* Port Buffers at 208
* Vias in the first global route at 59100
* Core Area at 312000 um^2
* Register area at 61500 um^2
* Peak supply drop at 0.131 mV
* DR vias at 52700
* Flops & latches, synth at 2048
* Die W at 562 um
* Critical path endpoint category: output port
* Setup TNS at 0 ns
* Crit-path cells: buf_8, buf_4, buf_4, mux4_2, a22o_1, a221oi_1, o21ai_0, buf_4, clkdlybuf4s50_1
* Min-Delay Path Class: in2reg
* Post_cts resized at 0
* Pre-Repair DR Iteration Count at 7
* Sequential fraction of the synthesis area at 0.653
* CTS Buf Count at 206
* Post-DP HPWL at 181 mm
* Critical path peak fanout at 48
* CTS tree: done
* RSZ-0062 raised after global routing: no
* H-tree levels at 4
* Fmax at 0.118 GHz
* Slew margin rel. at 0.261
* Die Ht at 562 um
* Slowest CP cell: buf_4
* Slowest stage delay, CP at 0.68 ns
* Top reg by flops: register_file
* Routed len/inst at 33.9 um
* Crit path DAT at 6.13 ns
* Startpoint Class: input port
* Largest net degree at the start of global routing at 89
* Slew @ Worst Pin at 1.11 ns
* Mapped Area at 94200 um^2
* Async SR Flop Fraction at 0
* Final Hold Fails at 0
* Root Buffer: clkbuf_16
* Worst Path Required at 9.28 ns
* Most frequent CP cell: buf_4
* Gr usage total at 0.215
* CTS Hold Buffers Added at 0
* Vias/cell at 5.67
* Yosys warns at 1
* Logic area at 31500 um^2
* Die area at 316000 um^2
* Max Buffers Root-to-Sink at 4
* Final hold slack at 2.26 ns
* FP Rows at 205
* # fillers at 28500
* Initial antenna violation count at 20
* Cycle use final at 0.729
* First-pass GRT wire length at 444 mm
* Synthesis area per yosys at 94200 um^2
* Leakage power at 0.0341 uW
* Pre-Place Util at 0.302
* Antenna-violating nets left at 0
* Top cells by count: edfxtp_1 (2048), mux4_2 (898), mux2i_1 (383), buf_2 (162), clkbuf_1 (157)
* Top-area cell share at 0.653
* CTS sink count at 2048
* Main flop type: edfxtp_1
* Synth top cell by count: edfxtp_1
* EDFF count, synth at 2048
* GRT overflow at 0
* Area contributors post-synth: edfxtp_1 (65%), mux4_2 (21%), mux2i_1 (4.1%)
* Final setup viols at 0
* Setup bufs post-CTS at 0
* Slew Viols, Final at 0
* Mapped Avg Cell Area at 20.3 um^2
* Leading area contributor after synthesis: edfxtp_1
* CP Class: in2out
* Unique cell types at 43
* Cells after Synth at 4634
* Share of cells above drive strength 1 at 0.320
* RD Place Congestion at 0.858
* Ys cells at 4634
* DRT iter0 DRCs at 3371
* Max reg flops at 2048
==> layout make-up <==
cell class,instances,share of cell area
Multi-Input combinational cell,2265,0.290
Clock buffer,247,0.0493
Timing Repair Buffer,487,0.0400
Sequential cell,2048,0.565
Antenna cell,1,0.0000230
Tap cell,4140,0.0476
Clock inverter,113,0.00867
==> metrics by stage <==
stage / setup WS (ns) / total power, uW / utilization / instance area (um^2) / instances
after floorplan: 5.33 / 9260 / - / 94500 / 4697
after global placement: 3.07 / 9960 / 0.329 / 103000 / 8940
after detailed placement: 3.07 / 9970 / 0.329 / 103000 / 8940
after CTS: 3.05 / 16400 / 0.349 / 109000 / 9300
after global routing: 2.86 / 16700 / 0.349 / 109000 / 9300
final: 3.15 / 16200 / 0.349 / 109000 / 9301
==> critical path, delay by kind of cell <==
kind	cells	cell delay (ns)
mux	1	0.58
compound gates	3	0.67
buf+inv	5	2.36
==> final timing paths <==
check / startpoint / endpoint / cells after the start
worst min-delay path: BusW[61] / register_file[18][61] / 2
worst max-delay path: RB[0] / BusB[4] / 9
==> layout by cell type, fill, tap and decap left out, types with 13 or more instances in the layout <==
master,synthesis,routed
bufinv_16,0,15
o21ai_0,64,64
o2111ai_1,38,38
clkbuf_16,0,209
mux2_2,121,121
and3_1,58,57
o221a_2,17,17
clkinv_2,0,41
o22a_1,88,88
nor2_4,0,32
nand2_1,125,125
a22oi_1,16,16
conb_1,1,64
a22o_1,56,56
buf_4,25,267
clkbuf_1,157,38
mux4_2,898,898
o211ai_1,80,80
a221oi_1,120,120
edfxtp_1,2048,2048
clkdlybuf4s50_1,0,198
and2_1,14,13
mux2i_1,383,383
clkinv_1,0,46
==> power by group <==
group	internal (uW)	total, uW	switching (uW)
clock	3610	6440	2830
combinational	654	1510	856
sequential	8250	8290	41.8
==> kinds of logic (layout without fill, tap and decap cells) <==
| family | Yosys count | count (layout) | share of synthesized area |
|---|---|---|---|
| compound gates | 520 | 520 | 0.0444 |
| buf+inv | 384 | 847 | 0.0187 |
| flops | 2048 | 2048 | 0.653 |
| mux | 1402 | 1402 | 0.270 |
| other cells | 1 | 65 | 0.0000398 |
| simple gates | 279 | 279 | 0.0146 |
==> layer usage <==
metal | vias up | global-route usage | part of all wire
li1 | 21000 | - | -
met1 | 26800 | 0.218 | 0.30
met2 | 4129 | 0.326 | 0.47
met3 | 670 | 0.185 | 0.19
met4 | 26 | 0.0585 | 0.036
met5 | - | 0.0148 | 0.0016
No activity file was given, so power comes from the tool's default toggle rates.
